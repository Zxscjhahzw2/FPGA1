File: /design/flow/config.mk
export PLATFORM = sky130hd
export DESIGN_NAME = traffic_light_fsm
export DESIGN_NICKNAME = traffic_light_fsm
export VERILOG_FILES = /design/flow/design.v
export SDC_FILE = /design/flow/constraint.sdc
export NUM_CORES = 4
export LEC_CHECK = 1
export CORE_UTILIZATION = 40
File: /design/flow/constraint.sdc
current_design traffic_light_fsm

set clk_period 3.7
set clk_io_pct 0.2

create_clock -name clk0 -period $clk_period [get_ports {clk}]

set non_clock_inputs [all_inputs -no_clocks]
set_input_delay [expr $clk_period * $clk_io_pct] -clock clk0 $non_clock_inputs
set_output_delay [expr $clk_period * $clk_io_pct] -clock clk0 [all_outputs]
File: /design/flow/design.v
module traffic_light_fsm(
    input clk,
    input rst,
    output reg [3:0] A_lights, 
    output reg [3:0] B_lights,
	 output reg	[3:0] Astate, 
	 output reg [3:0] Bstate, 
    output reg [6:0] Acountdown,  
	 output reg [6:0] Bcountdown
);
    reg [3:0] statea;
	 reg [3:0] stateb;
    reg [6:0] timera;
	 reg [6:0] timerb;
	localparam S0 = 4'd0, S1 = 4'd1, S2 = 4'd2, S3 = 4'd3,
               S4 = 4'd4,S5=4'd5;
    always @(posedge clk or negedge rst) begin
        if (!rst) begin
            statea <= S0;                       
				stateb<=S0;
            timera <= 7'd0;
				timerb<=7'd0;
        end else begin
            if (timera == 0) begin
                case (statea)
                    S0: begin Astate<=S1;statea <= S1; timera <= 7'd15; end 
                    S1: begin Astate<=S2;statea <= S2; timera <= 7'd5; end 
                    S2: begin Astate<=S3;statea <= S3; timera <= 7'd40; end 
                    S3: begin Astate<=S4;statea <= S4; timera<= 7'd5; end 
                    S4: begin Astate<=S0;statea <= S0; timera <= 7'd55; end 
                endcase 
				end	else begin
            timera <= timera - 1;  
        end
				if(timerb==0)begin
					 case(stateb)
						  S0: begin Bstate<=S1;stateb <= S1; timerb <= 7'd65; end 
                    S1: begin Bstate<=S2;stateb <= S2; timerb <= 7'd15; end 
                    S2: begin Bstate<=S3;stateb <= S3; timerb <= 7'd5; end 
                    S3: begin Bstate<=S4;stateb <= S4; timerb <= 7'd30; end 
                    S4: begin Bstate<=S0;stateb <= S0; timerb <= 7'd5; end 
					 endcase 
            end else begin
            timerb <= timerb - 1;  
        end
		end  
    end
    always @(posedge clk or negedge rst) begin
        if (!rst)begin
            Acountdown <= 7'd0;
				Bcountdown<=7'd0;
				end
        else begin
            Acountdown <= timera;  
				Bcountdown <= timerb;
				end
    end
    always @(*) begin
        case (statea)
            S0: begin A_lights = 4'b0001; end  
            S1: begin A_lights = 4'b1000; end  
            S2: begin A_lights = 4'b0010; end  
            S3: begin A_lights = 4'b0100; end  
            S4: begin A_lights = 4'b0010; end  
            default: begin A_lights = 4'b0000; end
        endcase
		  case(stateb)
				S0: begin B_lights = 4'b0010; end  
            S1: begin B_lights = 4'b0001; end  
            S2: begin B_lights = 4'b1000; end  
            S3: begin B_lights = 4'b0010; end  
            S4: begin B_lights = 4'b0100; end  
            default: begin B_lights = 4'b0000; end
        endcase
    end
endmodule
File: /design/flow/run.sh
#!/bin/bash
# OpenROAD 26Q1-2900-gdf79404cd8, Yosys 0.63+post, stock flow scripts
make -C /OpenROAD-flow-scripts/flow DESIGN_CONFIG=/design/flow/config.mk WORK_HOME=/design/flow/orfs finish
==> reports/qor.json <==
{
  "global_route.usage.met2_pct": 21.5,
  "remaining_drc_errors": 0,
  "area_fraction_of_the_dominant_cell_type_after_synthesis_pct": 48.5,
  "gp_congestion": 0.871,
  "fp.dieArea_um2": 4920,
  "post_cts_hold_buffer_count": 0,
  "required_ns": 2.96,
  "async_reset_ff_share_pct": 86.4,
  "cts_buffer_count": 5,
  "route.final.wire_length_um": 3130,
  "final.setup_skew_ns": 0.00202,
  "clock-root-buffer": "clkbuf_8",
  "slowest_delay_ns": 0.44,
  "top_usage_layer": "met1",
  "ys_dominant_reg_cell": "dfrtp_1",
  "timing.critical_path.to_type": "primary output",
  "final_report_max_slew_violation_count": 0,
  "yosys.cell_count.top_type": "dfrtp_1",
  "synth_seq_share_pct": 61.1,
  "cp_cell_sequence": "or2_2, clkdlybuf4s50_1",
  "class_of_the_worst_hold_path": "primary input to async pin",
  "gr-usage-all-layers_pct": 13.9,
  "gr-usage-met1_pct": 21.6,
  "proportion_of_layout_cells_with_a_drive_suffix_above_1_pct": 18.5,
  "dieWidth_um": 70.1,
  "dpl.hpwl_um": 2220,
  "path_class": "flop to primary output",
  "run_status": "finished clean",
  "vdd.ir_drop.worst_mv": 0.177,
  "number_of_enable_type_register_cells_in_the_synthesized_netlist": 6,
  "syn_inst": 151,
  "clock_sink_count": 44,
  "mux_share_pct": 7.14,
  "timing.critical_path.arrival_ns": 1.49,
  "diodes": 0,
  "synth.yosys.chip_area_um2": 1860,
  "setup_viol": 0,
  "critical_path.slowest_cell": "dfrtp_1",
  "crit_path_start_kind": "flop",
  "antenna_found_initial": 0,
  "routed_via_density": 5.23,
  "cellLeakagePower_nw": 1.07,
  "drt_wl_cell_um": 13.6,
  "final_cell_area_um2": 2290,
  "yosys-top-cells-area": "dfrtp_1 49%, edfxtp_1 9.7%, mux2_2 6.1%, dfstp_2 2.8%, ha_1 2.7%",
  "post-cts-setup-buffer-count": 0,
  "synth.largest_area_cell": "dfrtp_1",
  "std_cell_rows": 24,
  "io-pin-count": 32,
  "fp_util_pct": 42.1,
  "worstPathMaxFanout": 6,
  "mappedNetlistArea_um2": 1860,
  "final_hold_viol_count": 0,
  "total_overflow_reported_by_the_global_router": 0,
  "postSynthAreaPerCell_um2": 12.3,
  "whs_ns": 0.334,
  "maximum_number_of_pins_on_one_net_before_global_route_repair": 27,
  "die_h_um": 70.1,
  "grt_pass1_wl_um": 5270,
  "postSynthRegisterBits": 44,
  "grt_setup_unrepaired": "false",
  "power_density_nw_per_um2": 388,
  "r2r_slack_ns": 1.75,
  "ys_top_cells_by_count": "36 x dfrtp_1, 10 x mux2_2, 8 x clkbuf_1, 7 x o21ai_0, 7 x or2_2",
  "areaGrowthSynthToFinish_pct": 23.3,
  "fmax_ghz": 0.449,
  "post-route-period-util_pct": 60.2,
  "portBuffers": 29,
  "timing.final.crit_period_ns": 2.23,
  "detailed_place.area_um2": 2160,
  "clk_transition_reported_paths_ns": 0.08,
  "final_antenna_net_count": 0,
  "h-tree-depth": 2,
  "core_area_um2": 4410,
  "ctsLongestPathBuffers": 2,
  "drt-pass1-iter-count": 4,
  "synth-adder-area-share_pct": 2.70,
  "drtIter0Drc": 87,
  "post_cts_resized": 0,
  "clk_latency_ns": 0.29,
  "ys_warn_count": 1,
  "cts_tree": "done",
  "synth-simple-area-share_pct": 13.9,
  "maxCapViolCount": 0,
  "layout.core_utilization_pct": 51.9,
  "synth-compound-area-share_pct": 9.84,
  "synthDistinctLibCells": 41,
  "ys_sh_xor_pct": 0.943,
  "synthTopLogicFamily": "simple AND/OR/NAND/NOR gates",
  "synth-cells-yosys": 151,
  "fill_cells": 373,
  "via_count": 1202,
  "use_met3_pct": 3.65,
  "openroad.warnings": 27,
  "grt_pass1_vias": 1103,
  "setup-tns-final_ns": 0
}
==> per-layer routing <==
metal / up-vias / wire length (um)
met2: 30 / 1520
met4: 0 / 44
met5: - / 0
met3: 5 / 170
met1: 589 / 1400
li1: 578 / -
==> layout make-up <==
class	count	area, um^2	area share, %
flip-flops and latches	44	1130	49.5
multi-input cells	90	649	28.4
repair buffers	30	293	12.8
clock buffers	7	96.3	4.21
well taps	52	65.1	2.84
clock inverters	1	30.0	1.31
inverters	6	22.5	0.984
==> critical path: cells and delay by family (launching register included) <==
| kind | cells | cell delay (ns) |
|---|---|---|
| buffers and inverters | 1 | 0.42 |
| AND/OR/NAND/NOR | 1 | 0.34 |
| flip-flops | 1 | 0.44 |
==> worst paths after layout <==
| check | start | endpoint | depth (start not counted) |
|---|---|---|---|
| max | flop | A_lights[1] | 2 |
| min | rst | Bcountdown[0] | 1 |
| max reg2reg | timera[0] | Astate[0] | 5 |
| min reg2reg | timerb[1] | Bcountdown[1] | 0 |
| max in group asynchronous | rst | timera[5] | 2 |
| min in group clk0 | timerb[1] | Bcountdown[1] | 0 |
==> cell families after synthesis <==
family,Yosys count
other,1
adders and majority gates,4
AOI/OAI and AO/OA,27
xor gates and xnor gates,2
DFF,44
and+or+nand+nor,43
buffers and inverters,18
muxes,12
==> per-stage QoR <==
step                      total power [mW]  std cells  setup WS, ns
after CTS                            0.897        230          1.46
after floorplan                      0.500        152          2.04
after global routing                 0.922        230          1.38
final                                0.889        230          1.47
after detailed placement             0.508        222          1.79
after global placement               0.508        222          1.81
==> where the power goes <==
| part | leakage (nW) | total, mW | switching (mW) | internal (mW) |
|---|---|---|---|---|
| Clock | 0.0645 | 0.392 | 0.154 | 0.238 |
| Combinational | 0.429 | 0.00895 | 0.00780 | 0.00115 |
| Sequential | 0.582 | 0.489 | 0 | 0.489 |
==> placed cells by master, fill, tap and decap left out, types with 2 or more instances in the layout <==
| cell | count |
|---|---|
| nand2_1 | 4 |
| dfrtp_1 | 36 |
| dfstp_2 | 2 |
| ha_1 | 4 |
| conb_1 | 2 |
| or3_1 | 5 |
| nand3_1 | 3 |
| clkbuf_8 | 7 |
| mux2i_1 | 2 |
| nand2b_1 | 4 |
| nor2_1 | 5 |
| nor2b_1 | 2 |
| o21ai_0 | 7 |
| mux2_2 | 10 |
| edfxtp_1 | 6 |
| or4_1 | 2 |
| nor3_1 | 4 |
| nor3_2 | 2 |
| or2_2 | 7 |
| nor3b_1 | 2 |
| inv_1 | 6 |
| a21oi_1 | 6 |
| clkdlybuf4s50_1 | 28 |
| o211ai_1 | 2 |
| a211o_1 | 2 |
Power and IR drop assume default switching activity.
