## flow/run.sh

```bash
#!/bin/bash
# OpenROAD 26Q1-2900-gdf79404cd8, Yosys 0.63+post, stock flow scripts
make -C /OpenROAD-flow-scripts/flow DESIGN_CONFIG=/design/flow/config.mk WORK_HOME=/design/flow/orfs finish
```

## flow/config.mk

```make
export PLATFORM = sky130hd
export DESIGN_NAME = shumaguan
export DESIGN_NICKNAME = shumaguan
export VERILOG_FILES = /design/flow/design.v
export SDC_FILE = /design/flow/constraint.sdc
export NUM_CORES = 4
export LEC_CHECK = 1
export CORE_UTILIZATION = 30
```

## flow/constraint.sdc

```tcl
current_design shumaguan

set clk_period 6.2
set clk_io_pct 0.2

create_clock -name clk0 -period $clk_period [get_ports {clk}]

set non_clock_inputs [all_inputs -no_clocks]
set_input_delay [expr $clk_period * $clk_io_pct] -clock clk0 $non_clock_inputs
set_output_delay [expr $clk_period * $clk_io_pct] -clock clk0 [all_outputs]
```

## flow/design.v

```verilog
module shumaguan(
input clk,
input rst,
input [6:0]Acountdown, 
input [6:0]Bcountdown, 
input wire[3:0] Astate, 
input wire[3:0] Bstate, 
output reg[7:0] duanma, 
output reg[5:0] shumaguan_choose 
);
reg[7:0] array[0:9];
    localparam S0 = 4'd0, S1 = 4'd1, S2 = 4'd2, S3 = 4'd3,
               S4 = 4'd4;
always@(posedge clk or negedge rst)begin
	if(!rst)begin
	array[0]<=8'hc0;	
		array[1]<=8'hf9;
		array[2]<=8'ha4;
		array[3]<=8'hb0;
		array[4]<=8'h99;
		array[5]<=8'h92;
		array[6]<=8'h82;
		array[7]<=8'hf8;
		array[8]<=8'h80;
		array[9]<=8'h90;	
		shumaguan_choose<=6'b111111;
   end else begin
		case(shumaguan_choose)
			6'b111111:begin	
				case(Astate)
							S0: begin duanma<=8'h0f;shumaguan_choose <= 6'b111110;  end  
							S1: begin duanma<=8'h47;shumaguan_choose <= 6'b111110;  end  
							S2: begin duanma<=8'h11;shumaguan_choose <= 6'b111110;  end  
							S3: begin duanma<=8'h10;shumaguan_choose <= 6'b111110;  end  
							S4: begin duanma<=8'h11;shumaguan_choose <= 16'b111110;  end  
				endcase
			end
		6'b111110:begin
			duanma<=array[Acountdown/10];shumaguan_choose <= 6'b111101;
		  end	
		6'b111101:begin
			duanma<=array[Acountdown%10]; shumaguan_choose <= 6'b111011;
		  end
		6'b111011:begin
			case(Bstate)
						S0: begin duanma<=8'h11;shumaguan_choose <= 6'b110111; end  
						S1: begin duanma<=8'h0f;shumaguan_choose <= 6'b110111; end  
						S2: begin duanma<=8'h47;shumaguan_choose <= 6'b110111; end  
						S3: begin duanma<=8'h11;shumaguan_choose <= 6'b110111; end  
						S4: begin duanma<=8'h10;shumaguan_choose <= 6'b110111; end  
			endcase
		  end
		6'b110111:begin
			duanma<=array[Bcountdown/10]; shumaguan_choose <= 6'b101111;
		 end
		6'b101111:begin
			duanma<=array[Bcountdown%10]; shumaguan_choose <= 6'b011111;
			end
		6'b011111:begin
			shumaguan_choose <= 6'b111111;
		end
		endcase
	 end
end
endmodule
```

==> flow_metrics.env <==
# yosys + openroad results
export IMPL_cts_buffers_inserted=3
export IMPL_core_mm2=0.00942
export IMPL_cts_resized=0
export IMPL_place_hpwl_mm=6.76
export IMPL_crit_type="input pin to register"
export IMPL_outcome="finished clean"
export IMPL_rows=35
export IMPL_finalHoldViolations=0
export IMPL_p_comb_frac=0.544
export IMPL_p_sw_mw=0.156
export IMPL_final_antenna_net_count=0
export IMPL_ys_seq_share=0.134
export IMPL_firstDrtPassIters=5
export IMPL_crit_path_end_kind="register"
export IMPL_edf_count=8
export IMPL_clock_skew_final_ns=0.00488
export IMPL_slew_viol_final=0
export IMPL_fill_cells=981
export IMPL_yosys_area_mm2=0.00297
export IMPL_ir_worst_vdd_mv=0.0538
export IMPL_yosysTopAreaCell="edfxtp_1"
export IMPL_drcViolationCount=0
export IMPL_ys_cells=400
export IMPL_grt_usage=0.174
export IMPL_cts_buffer_depth=2
export IMPL_cts_sinks=14
export IMPL_num_io_pins=38
export IMPL_finalClockPeriodUsage=0.911
export IMPL_ctsHoldBuffers=0
export IMPL_netlist_area_mm2=0.00297
export IMPL_synth_cells=400
export IMPL_rsz0062_at_grt="no"
export IMPL_leakage_nw=1.24
export IMPL_max_slew_margin=0.517
export IMPL_r2r_cells=18
export IMPL_layout_drive_gt1_share=0.132
export IMPL_synth_area_per_cell_um2=7.41
export IMPL_cp_required_ns=6.17
export IMPL_comb_area_mm2=0.00236
export IMPL_die_h_um=101
export IMPL_antenna_found_initial=0
export IMPL_numPortBuffers=37
export IMPL_grt_max_degree=23
export IMPL_arrival_ns=5.61
export IMPL_gp_congestion=0.970
export IMPL_synthArstFlopShare=0.429
export IMPL_maxCapViolCount=0
export IMPL_final_core_util=0.367
export IMPL_drt_total_wl_mm=8.61
export IMPL_top_area_frac=0.0810
export IMPL_grt_pass1_vias=2831
export IMPL_crit_fanout=11
export IMPL_flop_cell="edfxtp_1"
export IMPL_synth_flops=14
export IMPL_power_frac_clock=0.188
export IMPL_cts_tree="yes"
export IMPL_common_cells="36 x nor2_1, 32 x a21oi_1, 29 x nand2_1"
export IMPL_clock_latency_ns=0.24
export IMPL_vias=3237
export IMPL_post_synth_top_count_cell="nor2_1"
export IMPL_drt_wirelength_per_cell_um=15.5
export IMPL_start_kind="input pin"
export IMPL_yosysWarnings=2
export IMPL_period_minus_slack_ns=5.65
export IMPL_detail_route_vias_per_cell=5.84
export IMPL_dp_cells=550
export IMPL_top_cells_by_area="edfxtp_1 8.1%, a21oi_1 5.4%, dfstp_2 5.3%"
export IMPL_power_density_mw_per_mm2=114
export IMPL_log_warning_count=27
export IMPL_hold_class="register to register"
export IMPL_num_antenna_cells=0
export IMPL_p_int_mw=0.239
export IMPL_grt_pass1_wl_mm=14.2
export IMPL_postCtsSetupBuffers=0
export IMPL_tightest_slew_ns=0.722
export IMPL_fin_setup_tns_ns=0
export IMPL_fp_util=0.315
export IMPL_ctsHtreeMaxLevel=1
export IMPL_swShare=0.395
export IMPL_hold_depth=2
export IMPL_seqPwrFrac=0.268
export IMPL_final_cells=554
export IMPL_gr_total_overflow=0
export IMPL_fmax_mhz=177
export IMPL_die_area_mm2=0.0103
export IMPL_ys_types=90
export IMPL_cts_reportedPaths_clkPinSlew_ns=0.06
export IMPL_root_buffer="clkbuf_8"
export IMPL_fp_dieW_um=101
export IMPL_drt_initial_drc_count=291
export IMPL_seq_area_um2=398
export IMPL_area_growth_pct=16.6
export IMPL_setup_violations_final=0
critical path, stage by stage:
cell and delay, ns:
clkdlybuf4s50_1 0.41, or2_2 0.34, nor2_1 0.10, a21oi_1 0.05, ha_1 0.42, nor2b_1 0.09, buf_4 0.17, a221o_1 0.33
or3_1 0.33, a21oi_1 0.25, ha_1 0.21, inv_1 0.06, nor3_1 0.21, o21ai_0 0.10, a31oi_1 0.57, nand2b_1 0.29
nor3b_1 0.07, nor3_1 0.18, o221ai_1 0.16
worst paths after layout:
kind	start	endpoint	slack (ns)
max	Bcountdown[4]	duanma[1]	0.55
min	shumaguan_choose[1]	shumaguan_choose[1]	0.55
max reg2reg	shumaguan_choose[2]	duanma[1]	1.04
min reg2reg	shumaguan_choose[1]	shumaguan_choose[1]	0.55
max in group asynchronous	rst	shumaguan_choose[3]	4.68
min in group asynchronous	rst	shumaguan_choose[5]	1.50
logic make-up (layout without fill, tap and decap cells):
logic type | count (synthesis) | after routing | share of synthesized area
compound gates | 146 | 146 | 0.359
xor+xnor | 5 | 5 | 0.0148
fa+ha+maj | 7 | 7 | 0.0287
simple gates | 171 | 171 | 0.327
flops | 14 | 14 | 0.134
mux | 18 | 18 | 0.0654
buf+inv | 39 | 64 | 0.0705
per-stage QoR:
step	total power, mW	hold WS, ns	setup WS [ns]	instance area (um2)
floorplan	0.260	0.512	1.08	2970
global placement	0.317	0.547	0.431	3410
detailed placement	0.318	0.542	0.326	3410
CTS	0.394	0.552	0.565	3460
global route	0.425	0.592	0.0488	3460
finish	0.394	0.550	0.554	3460
placed cells by master, fill, tap and decap left out, types with 10 or more instances in the layout:
master           synthesis  routed
inv_1                   13      13
nand2b_1                10      10
o21ai_0                 24      24
nor2_1                  36      36
nor3_1                  13      13
clkdlybuf4s50_1          0      37
nand2_1                 29      29
buf_4                    2      10
nor2b_1                 10      10
nand3_1                 10      10
mux2i_1                 10      10
a21oi_1                 32      32
registers in the layout (all words and copies together) (netlist names):
signal	flops
duanma	8
shumaguan_choose	6
final cells by class:
type	instances	share of cell area
multi-input cells	347	0.682
inverters	13	0.0141
flip-flops and latches	14	0.115
clock buffers	4	0.0130
repair buffers	47	0.129
well taps	129	0.0467
routing by layer:
| layer | up-vias | share of wire | global-route usage |
|---|---|---|---|
| met3 | 13 | 0.060 | 0.0217 |
| met4 | 0 | 0.013 | 0.0256 |
| met5 | - | 0 | 0 |
| met1 | 1516 | 0.48 | 0.269 |
| met2 | 110 | 0.44 | 0.265 |
| li1 | 1598 | - | - |
power by group through the flow:
stage     Combinational [mW]  Clock (mW)  Sequential [mW]
6_report               0.214      0.0742            0.106
5_1_grt                0.237      0.0819            0.106
4_1_cts                0.212      0.0759            0.106
No activity file was given, so power comes from the tool's default toggle rates.
