--- run.sh ---
#!/bin/bash
# OpenROAD 26Q1-2900-gdf79404cd8, Yosys 0.63+post, stock flow scripts
make -C /OpenROAD-flow-scripts/flow DESIGN_CONFIG=/design/flow/config.mk WORK_HOME=/design/flow/orfs finish
--- config.mk ---
export PLATFORM = sky130hd
export DESIGN_NAME = clock_divider
export DESIGN_NICKNAME = clock_divider
export VERILOG_FILES = /design/flow/design.v
export SDC_FILE = /design/flow/constraint.sdc
export NUM_CORES = 4
export LEC_CHECK = 1
export CORE_UTILIZATION = 30
--- constraint.sdc ---
current_design clock_divider

set clk_period 4.1
set clk_io_pct 0.2

create_clock -name clk0 -period $clk_period [get_ports {clk}]

set non_clock_inputs [all_inputs -no_clocks]
set_input_delay [expr $clk_period * $clk_io_pct] -clock clk0 $non_clock_inputs
set_output_delay [expr $clk_period * $clk_io_pct] -clock clk0 [all_outputs]
--- design.v ---
module clock_divider(
    input clk,
    input rst,
    output reg clk_out,
	 output reg clk_out2
);
    reg [24:0] counter;
	 reg[24:0]counter2;
    always @(posedge clk or negedge rst) begin
        if (!rst) begin
            counter <= 0;
            clk_out <= 0;
        end else if (counter ==  24999999) begin  
            counter <= 0;
            clk_out <= ~clk_out;
        end else begin  
            counter <= counter + 1;
        end
    end
	     always @(posedge clk or negedge rst) begin
        if (!rst) begin
            counter2 <= 0;
            clk_out2 <= 0;
        end else if (counter2 == 9999) begin  
            counter2 <= 0;
            clk_out2 <= ~clk_out2;
        end else begin  
            counter2 <= counter2 + 1;
        end
    end
endmodule
==> flow_summary.yaml <==
# yosys + openroad results
drt:
  highest-signal-layer: "met4"
  met1_length_um: 2080
  wl_um: 3900
  n_antenna_cell: 0
  dr.pass1.iters: 4
  wl_met3_um: 93
  drt-initial-drc-count: 72
  routed_via_density: 4.58
  wl_per_cell_um: 11.3
  num_vias: 1574
  met2_length_um: 1670
  post-route-drc-count: 0
  antenna_left: 0
sta:
  slew_viol_final: 0
  rsz0062_at_grt: "no"
  timing.final.ws_setup_ns: 2.04
  fmax_mhz: 485
  finClkSkew_ns: 0.00742
  finalCritPeriodShare_pct: 50.3
  tns_ns: 0
  setup_viol: 0
  tightestPinTransition_ns: 0.726
  hold_violations: 0
  min_period_ns: 2.06
  slew_headroom_pct: 51.2
clock_network:
  tritoncts: "yes"
  hold_buffers: 0
  cts_made_buffers: 5
  clock_latency_ns: 0.30
  h-tree-depth: 2
  clkSinkCount: 52
  cts_setup_buffers: 0
  root_buffer: "clkbuf_8"
  cts_buffer_depth: 2
  ctsResizeCount: 0
  cts.clk_slew.worst_paths_ns: 0.10
logic_synthesis:
  synth_flops: 52
  avgSynthCellArea_um2: 10.4
  synth_seq_share_pct: 53.8
  ys_warn_count: 1
  ys_area_um2: 2420
  synth.distinct_cells: 36
  yosysCellCount: 233
  netlist_area_um2: 2420
  synthCells: 233
floorplanning:
  dieHeight_um: 91.8
  core_area_um2: 7770
  num_rows: 32
  die_area_um2: 8430
  io-pin-count: 4
  die_x_um: 91.8
  core_util_floorplan_pct: 31.1
run_status:
  status: "complete, no violations"
grt:
  grt_pass1_vias: 1564
  antenna_found_initial: 0
  overflow: 0
  grt_pass1_wl_um: 7140
  grt_max_degree: 35
  track_usage_pct: 10.6
power:
  ir_drop_mv: 0.323
  p_leak_nw: 1.22
  power_density_nw_per_um2: 327
worst_setup_path:
  end_kind: "register"
  required_ns: 4.27
  critPathArrivalTime_ns: 2.23
  path_class: "register to register"
  crit_fanout: 15
  start_kind: "register"
finish:
  syn_to_final_growth_pct: 10.2
  lay_top_cells: "52 x dfrtp_1, 29 x nor2_1, 22 x nand2_1"
  lay_top_count: "dfrtp_1"
  drive_gt1_share_pct: 6.61
  fillers: 804
placed_design:
  routabilityCongestion: 0.757
  portBuffers: 3
  hpwl_um: 2660
  pre_cts_ws_ns: 2.02
job:
  drv_cap: 0
  tool_warnings: 25
hold_path:
  hp-class: "input pin to asynchronous set/reset pin"
metal layers:
layer | up-vias | global-route usage, %
met5 | - | 0
met4 | 0 | 1.43
met3 | 6 | 1.86
met2 | 11 | 15.5
met1 | 745 | 17.4
li1 | 812 | -
Yosys cell counts (all sizes together):
cell	n	area, µm²
nand4b	1	8.76
and3	3	18.8
a31oi	1	6.26
nand2	22	82.6
nor2	30	129
or3	7	48.8
dfrtp	52	1300
nand2b	2	12.5
a21oi	3	15.0
nor3	9	55.1
nor4	4	25.0
nor2b	2	12.5
and2	1	6.26
o21ai	4	20.0
xor2	20	175
nand4	9	62.6
inv	8	30.0
o221ai	1	8.76
ha	2	25.0
xnor2	21	184
or4	1	7.51
buf	2	16.3
o211ai	1	7.51
or2	1	6.26
a41oi	1	8.76
or3b	1	8.76
and4	2	17.5
nand3	18	90.1
nor4b	2	17.5
clkbuf	1	3.75
o31ai	1	7.51
report_power, final:
| part | total (W) | switching, W | internal [W] |
|---|---|---|---|
| combinational | 0.0000105 | 0.00000956 | 0.000000953 |
| clock | 0.000349 | 0.000167 | 0.000181 |
| sequential | 0.000512 | 0 | 0.000512 |
sequential cells by signal, indices dropped and copies added (netlist names):
name	flops
clk_out	1
clk_out2	1
counter	25
counter2	25
through the flow:
step	cell area (µm²)	total power, W	instances	hold WS, ns	utilization [%]
after floorplan	2420	0.000523	233	0.420	-
after global placement	2560	0.000534	336	0.460	32.9
after CTS	2670	0.000886	344	0.446	34.3
after detailed placement	2560	0.000534	336	0.463	32.9
after global routing	2670	0.000906	344	0.461	34.3
final	2670	0.000872	344	0.434	34.3
final timing paths:
path,start,endpoint,slack (ns),cells past startpoint
max in group asynchronous,rst,counter[19],2.89,2
setup reg to reg,counter[0],counter[5],2.04,6
hold reg to reg,clk_out,clk_out,0.48,1
hold / removal,rst,counter2[19],0.43,1
setup / recovery,counter[0],counter[5],2.04,6
min in group clk0,clk_out,clk_out,0.48,1
kinds of logic after synthesis:
| family | count (synthesis) | share of synthesized area (%) |
|---|---|---|
| simple gates | 115 | 25.2 |
| flops | 52 | 53.8 |
| xor+xnor | 41 | 14.8 |
| compound gates | 12 | 3.05 |
| buf+inv | 11 | 2.07 |
| fa+ha+maj | 2 | 1.03 |
cell type report:
type                       instances  area (µm²)  area share, %
timing repair buffer               4        32.5           1.22
inverter                           8        30.0           1.13
clock inverter                     2        35.0           1.31
sequential                        52        1300           48.8
clock buffer                       6        72.6           2.72
multi-input combinational        170        1070           40.0
tap                              102         128           4.79
worst max-delay path, stage by stage, from the launching register on:
cell and delay, ns:
dfrtp_1 0.39, ha_1 0.20, nand3_1 0.17, or3_1 0.37
or3_4 0.42, nor2_8 0.21, o221ai_1 0.16
Power and IR drop assume default switching activity.
